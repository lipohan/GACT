==> /design/flow/design.v <==
module sram (
    input wire clk,            
    input wire we,             
    input wire en,             
    input wire [3:0] addr,     
    input wire [7:0] din,      
    output reg [7:0] dout     
);
    reg [7:0] mem [0:15];
    always @(posedge clk) begin
        if (en) begin
            if (we) begin
                mem[addr] <= din;
            end else begin
                dout <= mem[addr];
            end
        end
    end
endmodule
==> /design/flow/run.sh <==
#!/bin/bash
# OpenROAD 26Q1-2900-gdf79404cd8, Yosys 0.63+post, stock flow scripts
make -C /OpenROAD-flow-scripts/flow DESIGN_CONFIG=/design/flow/config.mk WORK_HOME=/design/flow/orfs finish
==> /design/flow/config.mk <==
export PLATFORM = sky130hd
export DESIGN_NAME = sram
export DESIGN_NICKNAME = sram
export VERILOG_FILES = /design/flow/design.v
export SDC_FILE = /design/flow/constraint.sdc
export NUM_CORES = 4
export LEC_CHECK = 1
export CORE_UTILIZATION = 30
==> /design/flow/constraint.sdc <==
current_design sram

set clk_period 1.9
set clk_io_pct 0.2

create_clock -name clk0 -period $clk_period [get_ports {clk}]

set non_clock_inputs [all_inputs -no_clocks]
set_input_delay [expr $clk_period * $clk_io_pct] -clock clk0 $non_clock_inputs
set_output_delay [expr $clk_period * $clk_io_pct] -clock clk0 [all_outputs]
==> flow_summary.ini <==
; generated from flow reports
[status]
status = finished, final reports clean

[logic_synthesis]
synth_cells = 234
synth_seq_share_pct = 78.0
netlist_area_um2 = 5240
ys.warnings.count = 1
yosys-stat-cells = 234
yosysUniqueCellTypes = 18
synth-seq-cells = 136
avgSynthCellArea_um2 = 22.4
ys_area_um2 = 5240

[final_timing]
tightest_slew_ps = 842
setup_tns_ps = 0
rsz0062_at_grt = no
finalSetupViolCount = 0
slew_headroom_pct = 43.7
clock.fmax_ghz = 0.558
worst_slack_ps = 109
finalCritPeriodShare_pct = 94.3
fin_skew_ps = 6.53
slew_violations = 0
min_period_ps = 1790
finalHoldViolations = 0

[clock_network]
cts.sinks = 136
cts_max_path_buffers = 2
cts-htree-levels = 4
hold_buffers = 0
cts_tree = built
clock_latency_ps = 410
numCtsBuffers = 17
cts-root-buf = clkbuf_16
clkSlewWorstSetupHoldPaths_ps = 60

[power_and_ir_drop]
p_sw_mw = 1.33
powerDensity_nw_per_um2 = 1080
swShare_pct = 18.6
clock_power_share_pct = 48.4
p_leak_nw = 2.20
combPwrFrac_pct = 4.5
vdd_ir_drop_max_mv = 0.589
internal_power_mw = 5.81
seq_power_share_pct = 47.1

[hold_path]
hold_class = reg -> reg

[placement]
hpwl_mm = 6.60
place_ws_ps = -321
gp_congestion = 0.787
port_buffers = 22

[die]
fp.dieH_um = 134
fp_util_pct = 31.1
core-area_um2 = 16800
die_x_um = 134
row_count = 47
ios = 23
die-area_um2 = 18000

[drt]
drt_iter0_drc = 109
wire_per_inst_um = 19.3
antenna_left = 0
dr.pass1.iters = 5
drc = 0
vias = 2498
via_per_inst = 4.71
antenna_cells = 0
wl_mm = 10.2

[critical_path]
critPathLaunchType = primary input
end_kind = register
critPathArrivalTime_ps = 2040
crit_required_ps = 2150
path_class = in -> reg
path_max_fanout = 8

[job]
max_cap_viol_count = 0
warnings = 25

[cells_and_area]
drive_above_1_share_pct = 27.7
lay_top_cells = edfxtp_1, buf_4, clkdlybuf4s50_1, clkbuf_16
fillCellCount = 1489
area_growth_pct = 26.1
lay_top_count = edfxtp_1

[grt]
antenna_found_initial = 0
track_usage_pct = 13.1
grt_pass1_vias = 2811
grt_max_degree = 23
overflow = 0
grt_pass1_wl_mm = 15.8
critical path, stage by stage:
cell and delay (ps):
clkdlybuf4s50_1 580, nor2b_1 710, a22oi_1 190, nand2_1 170
routing by layer:
layer | routed length (um) | global-route usage, % | share of wire [%] | vias to the layer above
li1 | - | - | - | 1122
met1 | 3870 | 16.1 | 38 | 1214
met4 | 162 | 1.81 | 1.6 | 0
met5 | 0 | 0 | 0 | -
met3 | 1350 | 9.14 | 13 | 14
met2 | 4860 | 20.2 | 47 | 148
sequential cells by signal, indices dropped and copies added (netlist names):
| name | flops |
|---|---|
| mem | 128 |
| dout | 8 |
cells by family (layout without fill, tap and decap cells):
kind of cell	Yosys count	after routing	share of synthesized area, %
multiplexers	32	32	14.9
buffers and inverters	13	89	1.50
AND-OR/OR-AND	16	16	2.29
flip-flops	136	136	78.0
AND/OR/NAND/NOR	37	37	3.32
synth_stat cells, drive strengths merged:
cell type | instances | area [um^2]
a22oi | 16 | 120
and2 | 1 | 6.26
buf | 8 | 60.1
clkbuf | 5 | 18.8
edfxtp | 136 | 4080
mux4 | 32 | 781
nand2 | 10 | 37.5
nand2b | 2 | 12.5
nand4 | 1 | 6.26
nand4b | 2 | 17.5
nor2 | 13 | 48.8
nor2b | 3 | 18.8
nor3 | 4 | 20.0
or3 | 1 | 6.26
per-stage QoR:
stage	instance area, um^2	power [mW]	utilization, %	hold WS [ps]	instances
after detailed placement	5970	3.74	35.5	741	498
final	6610	7.13	39.3	749	530
after CTS	6600	7.18	39.3	748	530
after global placement	5970	3.74	35.5	734	498
after global routing	6610	7.34	39.3	779	530
after floorplan	5260	3.58	-	479	234
worst paths after layout:
check             start      end  slack (ps)  cells past startpoint
max             addr[3]  dout[2]         110                      4
min          mem[14][6]  dout[6]         750                      3
max reg2reg   mem[3][2]  dout[2]         320                      3
min reg2reg  mem[14][6]  dout[6]         750                      3
area by class of cell:
| type | instances | area (um^2) | area share (%) |
|---|---|---|---|
| Tap cell | 220 | 275 | 4.17 |
| Timing Repair Buffer | 57 | 515 | 7.80 |
| Multi-Input combinational cell | 85 | 1100 | 16.6 |
| Sequential cell | 136 | 4080 | 61.8 |
| Clock inverter | 15 | 208 | 3.14 |
| Clock buffer | 17 | 425 | 6.44 |
power groups by stage:
stage | registers (mW) | logic [mW] | clock network, mW
finish | 3.36 | 0.321 | 3.45
CTS | 3.36 | 0.323 | 3.50
global route | 3.36 | 0.350 | 3.63
what timing repair did:
action / 4_1_cts / 5_1_grt
buffers inserted: 0 / 0
endpoints found under the setup margin: 0 / 6
gates resized: 0 / 1
No activity file was given, so power comes from the tool's default toggle rates.
