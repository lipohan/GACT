==> design/flow/design.v <==
module pe(
    input clk,
    input rst,
    input [15:0] matchpoint,
    input [15:0] gap_e,
    input [15:0] gap_o,
    input [2:0] Q,
    input [2:0] R,
    input en,
    input signed [32:0] H_up,
    input signed [32:0] D_up,
    output reg signed [32:0] curr_H,
    output reg signed [32:0] curr_I,
    output reg signed [32:0] curr_D,
    output reg [3:0] ptr,
);
    reg signed [32:0] H_diag;
    reg signed [32:0] D_out;
    reg signed [32:0] H_out;
    reg signed [32:0] I_out;
    wire [15:0] matchin;
    assign matchin = (Q==R) ? matchpoint :16'd0;
    always @(posedge clk or posedge rst) begin
        if(rst) begin
            H_diag <= 33'd0;
        end else begin
            H_diag <= H_up;
        end
    end
    ALU pe_alu(
        .clk(clk), 
        .rst(rst), 
        .H_up(H_up),
        .D_up(D_up),
        .H_diag(H_diag),
        .H_left(curr_H),
        .I_left(curr_I),
        .gap_o(gap_o),
        .gap_e(gap_e),
        .matchpoint(matchin),
        .H_out(H_out),
        .D_out(D_out),
        .I_out(I_out),
        .ptr(ptr)
    );
    always @(posedge clk or posedge rst) begin
        if (rst) begin
            H_out <= 33'd0;
            I_out <= 33'd0;
            D_out <= 33'd0;
            curr_H <= 33'd0;
            curr_D <= 33'd0;
            curr_I <= 33'd0;
        end else begin
            curr_H <= H_out;
            curr_D <= D_out;
            curr_I <= I_out;
        end
    end
endmodule
module ALU(
    input clk,
    input rst,
    input signed [32:0] H_up,
    input signed [32:0] D_up,
    input signed [32:0] H_diag,
    input signed [32:0] H_left,
    input signed [32:0] I_left,
    input [15:0] gap_o,
    input [15:0] gap_e,
    input [15:0] matchpoint,
    output signed [32:0] H_out,
    output signed [32:0] D_out,
    output signed [32:0] I_out,
    output reg [3:0] ptr  
);
    reg signed [32:0] H_out_reg;
    reg signed [32:0] D_out_reg;
    reg signed [32:0] I_out_reg;
    wire signed [32:0] I1;
    wire signed [32:0] I2;
    wire signed [32:0] D1;
    wire signed [32:0] D2;
    wire signed [32:0] H1;
    wire signed [32:0] H2;
    wire signed [32:0] H3;
    wire signed [32:0] H4;
    assign I1 = H_left - gap_o;
    assign I2 = I_left - gap_e;
    assign D1 = H_up - gap_o;
    assign D2 = D_up - gap_e;
    assign H1 = 33'd0;
    assign H2 = I_out_reg;
    assign H3 = D_out_reg;
    assign H4 = H_diag + matchpoint;
    assign I_out = I_out_reg; 
    assign D_out = D_out_reg;
    assign H_out = H_out_reg;
    always @(posedge clk or posedge rst) begin
        if (rst) begin
            I_out_reg <= 33'd0; 
            D_out_reg <= 33'd0; 
            H_out_reg <= 33'd0; 
            ptr <= 4'd0; 
        end else begin
            if (I1 >= I2) begin
                I_out_reg <= I1;
                ptr[3] <= 1'b0;
            end else begin
                I_out_reg <= I2;
                ptr[3] <= 1'b1;
            end
            if (D1 >= D2) begin
                D_out_reg <= D1;
                ptr[2] <= 1'b0;
            end else begin
                D_out_reg <= D2;
                ptr[2] <= 1'b1;
            end
            if (H1 >= H2 && H1 >= H3 && H1 >= H4) begin 
                H_out_reg <= H1;
                ptr[1:0] <= 2'd0;
            end else if (H2 >= H3 && H2 >= H4) begin
                H_out_reg <= H2;
                ptr[1:0] <= 2'd1;
            end else if (H3 >= H4) begin 
                H_out_reg <= H3;
                ptr[1:0] <= 2'd2;
            end else begin
                H_out_reg <= H4;
                ptr[1:0] <= 2'd3;
            end
        end
    end
endmodule
==> design/flow/run.sh <==
#!/bin/bash
# OpenROAD 26Q1-2900-gdf79404cd8, Yosys 0.63+post, stock flow scripts
make -C /OpenROAD-flow-scripts/flow DESIGN_CONFIG=/design/flow/config.mk WORK_HOME=/design/flow/orfs finish
==> design/flow/config.mk <==
export PLATFORM = sky130hd
export DESIGN_NAME = pe
export DESIGN_NICKNAME = pe
export VERILOG_FILES = /design/flow/design.v
export SDC_FILE = /design/flow/constraint.sdc
export NUM_CORES = 4
export LEC_CHECK = 1
export CORE_UTILIZATION = 40
==> design/flow/constraint.sdc <==
current_design pe

set clk_period 8.5
set clk_io_pct 0.2

create_clock -name clk0 -period $clk_period [get_ports {clk}]

set non_clock_inputs [all_inputs -no_clocks]
set_input_delay [expr $clk_period * $clk_io_pct] -clock clk0 $non_clock_inputs
set_output_delay [expr $clk_period * $clk_io_pct] -clock clk0 [all_outputs]
==> impl_summary.log <==
[report] extracting results
INFO  metric die_w = 133 µm
INFO  metric yosysTopAreaCellShare = 18.4%
INFO  metric worst-path-buf-inv = 2
INFO  metric number_of_antenna_diodes = 0
INFO  metric initial_utilization = 41.2%
INFO  metric netlist_area = 0.00686 mm²
INFO  metric layout_worst_path_cycle_share = 77.7%
INFO  metric yosys.stat.chipArea = 0.00686 mm²
INFO  metric tritoncts_sinks = 36
INFO  metric overflow = 0
INFO  metric synth_area_per_cell = 7.87 µm²
INFO  metric report.final.slew_viol_count = 0
INFO  metric synth.yosys.num_cells = 872
INFO  metric routed_wirelength = 16.4 mm
INFO  metric grt_start_max_net_pins = 37
INFO  metric worstSkewPairLatency = 0.28 ns
INFO  metric gp_congestion = 0.921
INFO  metric buffer_ports.inserted = 125
INFO  metric criticalPathCategory = in -> reg
INFO  metric slew-limit-headroom = 50.5%
INFO  metric ctsLongestPathBuffers = 2
INFO  metric crit_path_frequent_cell = sky130_fd_sc_hd__a21oi_1
INFO  metric cp-end-kind = flip-flop
INFO  metric finalHoldViolations = 0
INFO  metric drt-vias-per-instance = 4.94
INFO  metric cts-buffers-inserted = 5
INFO  metric worst_hold_path.num_cells = 4
INFO  metric r2r_cells = 13
INFO  metric worstPathRequired = 8.69 ns
INFO  metric holdBufCountCts = 0
INFO  metric fin_total_pwr = 0.000765 W
INFO  metric detailedRoute.firstPassIterationCount = 4
INFO  metric detailedRoute.firstIterationViolations = 285
INFO  metric fin_worst_skew = 0.00455 ns
INFO  metric drt-wirelength-per-cell = 13.4 µm
INFO  metric max_freq = 0.151 GHz
INFO  metric critPathMaxFanout = 5
INFO  metric worst_pin_slew = 0.736 ns
INFO  metric die_h = 133 µm
INFO  metric grt_pass1_wl = 27.1 mm
INFO  metric via_count = 6,023
INFO  metric ctsRootBufferMaster = sky130_fd_sc_hd__clkbuf_16
INFO  metric drv.max_cap_violation_count = 0
INFO  metric yosys.cell_types.count = 67
INFO  metric top_cells_by_area = sky130_fd_sc_hd__ha_1 18%, sky130_fd_sc_hd__dfrtp_1 13%, sky130_fd_sc_hd__buf_4 11%
INFO  metric drive_gt1_share = 2.50%
INFO  metric power.leakage = 3.70 nW
INFO  metric postCtsResizedCells = 0
INFO  metric synth_top_flop_cell = sky130_fd_sc_hd__dfrtp_1
INFO  metric layout.core_utilization = 49.0%
INFO  metric first_global_vias = 5,639
INFO  metric tritoncts = done
INFO  metric maximum_level_of_the_cts_h_tree = 2
INFO  metric rsz_0062_raised_after_global_routing = no
INFO  metric rows = 47
INFO  metric ant_nets = 0
INFO  metric floorplan.io_pins = 226
INFO  metric design.die.area = 0.0177 mm²
INFO  metric finalSetupTns = 0 ns
INFO  metric finalSetupViolations = 0
INFO  metric p_per_area = 93.9 mW/mm²
INFO  metric outcome = finished clean
INFO  metric fin_area = 0.00815 mm²
INFO  metric finalCriticalPeriod = 6.61 ns
INFO  metric proportion_of_register_bits_with_asynchronous_set_or_reset_after_synthesis = 100%
INFO  metric design.core.area = 0.0166 mm²
INFO  metric crit_path_top_delay_cell = sky130_fd_sc_hd__a2111oi_0
INFO  metric cp_cell_sequence = clkdlybuf4s50_1 -> ha_1 -> inv_1 -> fa_1 -> a21o_1 -> a21oi_1 -> o21bai_1 -> a2111oi_0 -> o41ai_1 -> a31oi_1 -> a21oi_1 -> a21oi_1 -> nand2_1 -> xor2_1 -> ha_1 -> a21o_1 -> a21o_1 -> a21oi_1 -> nor2_1 -> a2111oi_0 -> a211oi_1 -> o22ai_1
INFO  metric max_rail_drop_vdd = 0.0656 mV
INFO  metric critical_path.top_delay_family = AND-OR/OR-AND gates
INFO  metric clk_transition_reported_paths = 0.05 ns
INFO  metric startpoint_type = input pin
INFO  metric place.detailed.hpwl = 14.3 mm
INFO  metric drc = 0
INFO  metric setup_buffers_after_cts = 0
INFO  metric cp_num_cells = 22
INFO  metric placed_area = 0.00799 mm²
INFO  metric critical_path.max_stage_delay = 0.61 ns
INFO  metric synth-seq-cells = 36
INFO  metric synth.yosys.seq_area_share = 13.1%
INFO  metric timing.critical_path.arrival = 6.79 ns
INFO  metric grt_use_total = 19.1%
INFO  metric synth-warning-count = 200
INFO  metric tool_warnings = 26
INFO  metric synthCells = 872
INFO  metric post-synth-top-area-cell = sky130_fd_sc_hd__ha_1
INFO  metric synth-edff-count = 0
INFO  metric grt_antenna_before_repair = 0
INFO  metric hp-class = reg -> reg
INFO  metric syn_to_final_growth = 18.7%
==> worst paths after layout <==
path	start	to	slack, ns
min in group asynchronous	rst	H_diag[0]	1.82
max in group asynchronous	rst	H_diag[27]	6.36
max	gap_e[0]	pe_alu.ptr[2]	1.89
min reg2reg	H_diag[28]	pe_alu.ptr[1]	0.76
min	H_diag[28]	pe_alu.ptr[1]	0.76
max reg2reg	H_diag[0]	pe_alu.ptr[1]	4.15
==> worst reg2reg max path: stages, from the launching register on <==
cell and delay [ns]:
sky130_fd_sc_hd__dfrtp_1 0.36, sky130_fd_sc_hd__ha_1 0.22, sky130_fd_sc_hd__fa_1 0.43, sky130_fd_sc_hd__a211o_1 0.31, sky130_fd_sc_hd__o211ai_1 0.18, sky130_fd_sc_hd__a211oi_1 0.19, sky130_fd_sc_hd__o31ai_1 0.44, sky130_fd_sc_hd__a21oi_1 0.34
sky130_fd_sc_hd__a2111oi_0 0.48, sky130_fd_sc_hd__o2111ai_1 0.26, sky130_fd_sc_hd__nor2_1 0.16, sky130_fd_sc_hd__ha_1 0.25, sky130_fd_sc_hd__or4_1 0.51, sky130_fd_sc_hd__a21oi_1 0.15
==> registers in the layout, indices dropped and copies added, names as in the netlist <==
name / count
pe_alu.ptr: 3
H_diag: 33
==> layout by cell type (no fill, tap or decap), types with 5 or more instances in the layout <==
cell / count
sky130_fd_sc_hd__nor2_1: 50
sky130_fd_sc_hd__inv_1: 54
sky130_fd_sc_hd__a21o_1: 26
sky130_fd_sc_hd__or2_2: 7
sky130_fd_sc_hd__nand2_1: 47
sky130_fd_sc_hd__ha_1: 101
sky130_fd_sc_hd__dfrtp_1: 36
sky130_fd_sc_hd__conb_1: 99
sky130_fd_sc_hd__or3_1: 9
sky130_fd_sc_hd__and2_1: 20
sky130_fd_sc_hd__nor4_1: 14
sky130_fd_sc_hd__clkdlybuf4s50_1: 125
sky130_fd_sc_hd__and3_1: 10
sky130_fd_sc_hd__a211o_1: 6
sky130_fd_sc_hd__nor2b_1: 9
sky130_fd_sc_hd__o31ai_1: 7
sky130_fd_sc_hd__nor3_1: 31
sky130_fd_sc_hd__nand2b_1: 20
sky130_fd_sc_hd__o21a_1: 13
sky130_fd_sc_hd__clkbuf_16: 5
sky130_fd_sc_hd__xnor2_1: 65
sky130_fd_sc_hd__xor2_1: 31
sky130_fd_sc_hd__nand4_1: 24
sky130_fd_sc_hd__o21ai_0: 25
sky130_fd_sc_hd__nand3_1: 29
sky130_fd_sc_hd__a211oi_1: 5
sky130_fd_sc_hd__a31oi_1: 8
sky130_fd_sc_hd__a21oi_1: 48
==> cells in the mapped netlist, types with 3 or more instances <==
master	n
sky130_fd_sc_hd__o211ai_1	3
sky130_fd_sc_hd__o21a_1	13
sky130_fd_sc_hd__inv_1	54
sky130_fd_sc_hd__nand4_1	24
sky130_fd_sc_hd__nand2_1	47
sky130_fd_sc_hd__buf_4	101
sky130_fd_sc_hd__nand3b_1	3
sky130_fd_sc_hd__nor4_1	14
sky130_fd_sc_hd__or3_1	9
sky130_fd_sc_hd__clkbuf_1	3
sky130_fd_sc_hd__a211o_1	6
sky130_fd_sc_hd__o2111ai_1	3
sky130_fd_sc_hd__nor2b_1	9
sky130_fd_sc_hd__o22ai_1	3
sky130_fd_sc_hd__nor3b_1	4
sky130_fd_sc_hd__or2_2	7
sky130_fd_sc_hd__and2_1	20
sky130_fd_sc_hd__ha_1	101
sky130_fd_sc_hd__dfrtp_1	36
sky130_fd_sc_hd__o21ai_0	25
sky130_fd_sc_hd__xnor2_1	65
sky130_fd_sc_hd__o21bai_1	4
sky130_fd_sc_hd__nand3_1	29
sky130_fd_sc_hd__nor3_1	31
sky130_fd_sc_hd__a211oi_1	5
sky130_fd_sc_hd__and3_1	10
sky130_fd_sc_hd__nand2b_1	20
sky130_fd_sc_hd__o41ai_1	3
sky130_fd_sc_hd__a21o_1	26
sky130_fd_sc_hd__or4_1	3
sky130_fd_sc_hd__fa_1	3
sky130_fd_sc_hd__a21oi_1	48
sky130_fd_sc_hd__nor2_1	50
sky130_fd_sc_hd__nand4b_1	4
sky130_fd_sc_hd__xor2_1	31
sky130_fd_sc_hd__o31ai_1	7
sky130_fd_sc_hd__a31oi_1	8
sky130_fd_sc_hd__a2111oi_0	4
==> layout make-up <==
type	count	area [µm²]
clock buffer	6	139
clock inverter	2	13.8
fill	1643	8500
inverter	54	203
multi-input combinational	772	5330
sequential	36	901
tap	220	275
timing repair buffer	129	1280
==> metrics by stage <==
| step | instances | worst slack [ns] | hold slack, ns |
|---|---|---|---|
| floorplan | 970 | 2.52 | 0.696 |
| global placement | 1211 | 1.53 | 0.748 |
| detailed placement | 1211 | 1.53 | 0.759 |
| CTS | 1219 | 1.83 | 0.762 |
| global route | 1219 | 1.26 | 0.787 |
| finish | 1219 | 1.89 | 0.756 |
==> kinds of logic (layout without fill, tap and decap cells) <==
logic type / count (synthesis) / after routing / share of synthesized area (%)
AND/OR/NAND/NOR: 291 / 291 / 22.7
adder cells (fa/ha/maj): 104 / 104 / 19.3
buffers and inverters: 162 / 191 / 14.5
multiplexers: 3 / 3 / 0.456
flip-flops: 36 / 36 / 13.1
AND-OR/OR-AND: 179 / 179 / 17.6
other: 1 / 99 / 0.0546
XOR/XNOR: 96 / 96 / 12.2
==> routing by layer <==
metal	track usage, %	vias to the layer above	share of wire, %
met4	1.79	0	0.99
met1	27.8	2663	48
met2	32.4	148	47
li1	-	3198	-
met5	0	-	0
met3	1.05	14	3.5
==> power by group <==
group	leakage, nW	total [W]	internal, W	switching (W)
combinational	3.20	0.000389	0.000195	0.000194
sequential	0.420	0.000191	0.000181	0.0000101
clock	0.0772	0.000185	0.000117	0.0000680
total	3.70	0.000765	0.000493	0.000272
No activity file was given, so power comes from the tool's default toggle rates.
